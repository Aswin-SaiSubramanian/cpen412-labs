--- flow/design.v ---
module M68kAssociativeCacheController_Verilog (
		input Clock,															 
		input Reset_L,    													 
		input DramSelect68k_H, 												 
		input unsigned [31:0] AddressBusInFrom68k,					 
		input unsigned [15:0] DataBusInFrom68k,  						 
		output reg unsigned [15:0] DataBusOutTo68k,  				 
		input UDS_L,	   													 
		input LDS_L,	   													 
		input WE_L, 															 
		input AS_L,									
		input DtackFromDram_L,												 
		input CAS_Dram_L,														 
		input RAS_Dram_L,														 
		input unsigned [15:0] DataBusInFromDram, 						 
		output reg unsigned [15:0] DataBusOutToDramController,	 
		input unsigned [15:0] DataBusInFromCache,						 
		output reg UDS_DramController_L,									 
		output reg LDS_DramController_L,									 
		output reg DramSelectFromCache_L,	
		output reg WE_DramController_L,									 
		output reg AS_DramController_L,
		output reg DtackTo68k_L,											 
		output reg unsigned [3:0] TagCache_WE_L,						 
		output reg unsigned [3:0] DataCache_WE_L,						 
		output reg unsigned [3:0] ValidBit_WE_L,						 
		output reg unsigned [31:0] AddressBusOutToDramController,	 
		output reg unsigned [24:0] TagDataOut,								 
		output reg unsigned [2:0] WordAddress,								 
		output reg ValidBitOut_H,												 
		output reg unsigned [2:0] Index,										 
		input unsigned [3:0] ValidHit_H,									 
		input unsigned [3:0] Valid_H,										 
		input unsigned [2:0] LRUBits_In,	
		output reg unsigned [2:0] LRUBits_Out,	
		output reg LRU_WE_L,
		output unsigned [4:0] CacheState	
	);
	parameter	Reset								= 5'b00000;								
	parameter	InvalidateCache 				= 5'b00001;
	parameter 	Idle 								= 5'b00010;
	parameter	CheckForCacheHit 				= 5'b00011;	
	parameter	ReadDataFromDramIntoCache	= 5'b00100;
	parameter	CASDelay1 						= 5'b00101;
	parameter	CASDelay2 						= 5'b00110;
	parameter	BurstFill 						= 5'b00111;
	parameter	EndBurstFill 					= 5'b01000;
	parameter	WriteDataToDram 				= 5'b01001;
	parameter	WaitForEndOfCacheRead		= 5'b01010;
	reg unsigned [4:0] CurrentState;					 
	reg unsigned [4:0] NextState; 						 
	reg unsigned [15:0] BurstCounter;					 
	reg BurstCounterReset_L;								 
	reg unsigned [1:0] ReplaceBlockNumber;				 
	reg unsigned [1:0] ReplaceBlockNumberData;		 
	reg LoadReplacementBlockNumber_H;					 
	reg  LRUBits_Load_H;
	reg  unsigned [2:0]  LRUBits;
	assign CacheState = CurrentState;								 
   always@(posedge Clock, negedge Reset_L)
	begin
		if(Reset_L == 0)
			CurrentState <= Reset ;
		else
			CurrentState <= NextState;	
	end
	always@(posedge Clock)
	begin
		if(BurstCounterReset_L == 0) 						 
			BurstCounter <= 16'b0000000000000000 ;
		else
			BurstCounter <= BurstCounter + 1;			 
	end
	always@(posedge Clock)
	begin
		if(LoadReplacementBlockNumber_H == 1) 
			ReplaceBlockNumber <= ReplaceBlockNumberData;			 
	end
	always@(posedge Clock)
	begin
		if(LRUBits_Load_H == 1)
			LRUBits	<= LRUBits_In;			 
	end
	always@(*)
	begin
		DataBusOutTo68k 					<= DataBusInFromCache;
		DataBusOutToDramController 	<= DataBusInFrom68k;
		AddressBusOutToDramController[31:4]	<= AddressBusInFrom68k[31:4];
		AddressBusOutToDramController[3:1]	<= 3'b000;								 
		AddressBusOutToDramController[0] 	<= 0;										 
		TagDataOut							<= AddressBusInFrom68k[31:7];				 
		Index									<= AddressBusInFrom68k[6:4];				 
		UDS_DramController_L				<= UDS_L;
		LDS_DramController_L	   		<= LDS_L;
		WE_DramController_L 				<= WE_L;
		AS_DramController_L				<= AS_L;
		DtackTo68k_L						<= 1;												 
		TagCache_WE_L 						<= 4'b1111;										 
		DataCache_WE_L 					<= 4'b1111;										 
		ValidBit_WE_L						<= 4'b1111;										 
		ValidBitOut_H						<= 0;												 
		DramSelectFromCache_L 			<= 1;												 
		WordAddress							<= 3'b000;										 
		BurstCounterReset_L 				<= 1;												 
		ReplaceBlockNumberData 			<= 2'b00;			
		LoadReplacementBlockNumber_H 	<= 0 ;											 
		LRUBits_Out							<= 3'b000;
		LRU_WE_L								<= 1;												 
		LRUBits_Load_H						<= 0;
		NextState 							<= Idle ;										 
		if(CurrentState == Reset) 	begin	  												 
			BurstCounterReset_L 	<= 0;														 
			NextState				<= InvalidateCache;									 
		end
		else if(CurrentState == InvalidateCache) begin	  						
			if(BurstCounter == 8) 														 
				NextState 						<= Idle;
			else begin
				NextState						<= InvalidateCache;					 
				Index	 							<= BurstCounter[2:0];				 
				ValidBitOut_H 					<=	0;		
				ValidBit_WE_L					<= 4'b0000;
				TagDataOut						<= 25'b0000000000000000000000000;	
				TagCache_WE_L					<= 4'b0000;							 
				LRUBits_Out						<= 3'b000;
				LRU_WE_L							<= 0;
			end
		end
		else if(CurrentState == Idle) begin									 
			if (AS_L == 1'b0 & DramSelect68k_H == 1'b1) begin
				LRUBits_Load_H <= 1'b1;  
				if (WE_L == 1'b1) begin  
					UDS_DramController_L <= 1'b0;  
					LDS_DramController_L <= 1'b0;  
					NextState <= CheckForCacheHit;
				end else begin  
					ValidBitOut_H <= 1'b0;
					ValidBit_WE_L <= ValidHit_H;
					DramSelectFromCache_L <= 1'b0;  
					NextState <= WriteDataToDram;
				end
			end
		end
		else if(CurrentState == CheckForCacheHit) begin				 
			UDS_DramController_L <= 1'b0;  
			LDS_DramController_L <= 1'b0;  
			if (ValidHit_H > 4'b0) begin  
				WordAddress <= AddressBusInFrom68k[3:1];
				DtackTo68k_L <= 1'b0;  
				NextState <= WaitForEndOfCacheRead;
				if (LRUBits == 3'bx00) begin
					LRUBits_Out <= {LRUBits[2], 2'b11};
				end else if (LRUBits == 3'bx10) begin
					LRUBits_Out <= {LRUBits[2], 2'b01};
				end else if (LRUBits == 3'b0x1) begin
					LRUBits_Out <= {1'b1, LRUBits[1], 1'b0};
				end else begin
					LRUBits_Out <= {1'b0, LRUBits[1], 1'b0};
				end
				LRU_WE_L <= 1'b0;  
			end else begin  
				DramSelectFromCache_L <= 1'b0;  
				if (LRUBits == 3'bx00) begin
					ReplaceBlockNumberData <= 2'b00;
					LRUBits_Out <= {LRUBits[2], 2'b11};
				end else if (LRUBits == 3'bx10) begin
					ReplaceBlockNumberData <= 2'b01;
					LRUBits_Out <= {LRUBits[2], 2'b01};
				end else if (LRUBits == 3'b0x1) begin
					ReplaceBlockNumberData <= 2'b10;
					LRUBits_Out <= {1'b1, LRUBits[1], 1'b0};
				end else begin
					ReplaceBlockNumberData <= 2'b11;
					LRUBits_Out <= {1'b0, LRUBits[1], 1'b0};
				end
				LRU_WE_L <= 1'b0;  
				LoadReplacementBlockNumber_H <= 1'b1;  
				NextState <= ReadDataFromDramIntoCache;
			end
		end
		else if(CurrentState == WaitForEndOfCacheRead) begin		
			UDS_DramController_L <= 1'b0;  
			LDS_DramController_L <= 1'b0;  
			WordAddress <= AddressBusInFrom68k[3:1];
			DtackTo68k_L <= 1'b0;  
			if (AS_L == 1'b0) begin
				NextState <= WaitForEndOfCacheRead;
			end
		end
		else if(CurrentState == ReadDataFromDramIntoCache) begin
			UDS_DramController_L <= 1'b0;  
			LDS_DramController_L <= 1'b0;  
			DramSelectFromCache_L <= 1'b0;  
			NextState <= ReadDataFromDramIntoCache;
			if (CAS_Dram_L == 1'b0 & RAS_Dram_L == 1'b1) begin  
				NextState <= CASDelay1;
			end
			ValidBitOut_H <= 1'b1;  
			if (ReplaceBlockNumber == 2'b00) begin
				TagCache_WE_L[0] <= 1'b0;  
				ValidBit_WE_L[0] <= 1'b0;  
			end else if (ReplaceBlockNumber == 2'b01) begin
				TagCache_WE_L[1] <= 1'b0;  
				ValidBit_WE_L[1] <= 1'b0;  
			end else if (ReplaceBlockNumber == 2'b10) begin
				TagCache_WE_L[2] <= 1'b0;  
				ValidBit_WE_L[2] <= 1'b0;  
			end else begin
				TagCache_WE_L[3] <= 1'b0;  
				ValidBit_WE_L[3] <= 1'b0;  
			end
		end
		else if(CurrentState == CASDelay1) begin						
			UDS_DramController_L <= 1'b0;  
			LDS_DramController_L <= 1'b0;  
			DramSelectFromCache_L <= 1'b0;  
			NextState <= CASDelay2;
		end
		else if(CurrentState == CASDelay2) begin						
			UDS_DramController_L <= 1'b0;  
			LDS_DramController_L <= 1'b0;  
			DramSelectFromCache_L <= 1'b0;  
			BurstCounterReset_L <= 1'b0;  
			NextState <= BurstFill;
		end
		else if(CurrentState == BurstFill) begin
			UDS_DramController_L <= 1'b0;  
			LDS_DramController_L <= 1'b0;  
			DramSelectFromCache_L <= 1'b0;  
			NextState <= BurstFill;
			if (BurstCounter == 16'd8) begin
				NextState <= EndBurstFill;
			end else begin
				WordAddress <= BurstCounter[2:0];
				if (ReplaceBlockNumber == 2'b00) begin
					DataCache_WE_L[0] <= 1'b0;  
				end else if (ReplaceBlockNumber == 2'b01) begin
					DataCache_WE_L[1] <= 1'b0;  
				end else if (ReplaceBlockNumber == 2'b10) begin
					DataCache_WE_L[2] <= 1'b0;  
				end else begin
					DataCache_WE_L[3] <= 1'b0;  
				end
			end
		end
		else if(CurrentState == EndBurstFill) begin							 
			UDS_DramController_L <= 1'b0;  
			LDS_DramController_L <= 1'b0;  
			DramSelectFromCache_L <= 1'b1;  
			DtackTo68k_L <= 1'b0;  
			WordAddress <= AddressBusInFrom68k[3:1];
			DataBusOutTo68k <= DataBusInFromCache;  
			if (AS_L == 1'b1 | DramSelect68k_H == 1'b0) begin
				NextState <= Idle;
			end else begin
				NextState <= EndBurstFill;
			end
		end
		else if(CurrentState == WriteDataToDram) begin	  					 
			AddressBusOutToDramController <= AddressBusInFrom68k;
			DramSelectFromCache_L <= 1'b0;  
			DtackTo68k_L = DtackFromDram_L;
			if (AS_L == 1'b1 | DramSelect68k_H == 1'b0) begin
				NextState <= Idle;
			end else begin
				NextState <= WriteDataToDram;
			end
		end		
	end
endmodule
--- flow/run.sh ---
#!/bin/bash
# OpenROAD 26Q1-2900-gdf79404cd8, Yosys 0.63+post, stock flow scripts
make -C /OpenROAD-flow-scripts/flow DESIGN_CONFIG=/design/flow/config.mk WORK_HOME=/design/flow/orfs finish
--- flow/config.mk ---
export PLATFORM = sky130hd
export DESIGN_NAME = M68kAssociativeCacheController_Verilog
export DESIGN_NICKNAME = M68kAssociativeCacheController_Verilog
export VERILOG_FILES = /design/flow/design.v
export SDC_FILE = /design/flow/constraint.sdc
export NUM_CORES = 4
export LEC_CHECK = 1
export CORE_AREA = 10 10 135 135
export DIE_AREA = 0 0 145 145
--- flow/constraint.sdc ---
current_design M68kAssociativeCacheController_Verilog

set clk_period 4.0
set clk_io_pct 0.2

create_clock -name clk0 -period $clk_period [get_ports {Clock}]

set non_clock_inputs [all_inputs -no_clocks]
set_input_delay [expr $clk_period * $clk_io_pct] -clock clk0 $non_clock_inputs
set_output_delay [expr $clk_period * $clk_io_pct] -clock clk0 [all_outputs]
==> impl_metrics.env <==
# physical design summary
export IMPL_status="finished clean"
export IMPL_clkTransAtPathRegs_ns=0.06
export IMPL_holdCritPathClass="reg -> reg"
export IMPL_rsz0062_at_grt="false"
export IMPL_synth_cell_types=49
export IMPL_dp_final_hpwl_microns=6900
export IMPL_cts_htree_levels=1
export IMPL_final_hold_viol_count=0
export IMPL_maxSlewViolCount=0
export IMPL_num_rows=45
export IMPL_min_to="BurstCounter[15]"
export IMPL_cap_violations=0
export IMPL_cp_common_cell="clkdlybuf4s50_1"
export IMPL_clock_skew_ns=0.00481
export IMPL_viasPerCell=3.76
export IMPL_cp_max_fo=3
export IMPL_peakVddDrop_mv=0.194
export IMPL_holdCritStartpoint="BurstCounter[15]"
export IMPL_wl_microns=8280
export IMPL_fin_cells=583
export IMPL_met2_usage_pct=12.9
export IMPL_dr_pass1_iters=4
export IMPL_postCtsSetupRepairBufs=0
export IMPL_hold_buffers=0
export IMPL_flop_cell="dfxtp_1"
export IMPL_grtUsageMet1_pct=9.28
export IMPL_tightestPinTransition_ns=0.897
export IMPL_async_reset_ff_share_pct=14.8
export IMPL_cp_end_kind="output pin"
export IMPL_met3_usage_pct=2.93
export IMPL_core_sq_mm=0.0153
export IMPL_chip_area_sq_mm=0.0210
export IMPL_critPathKind="in -> out"
export IMPL_synth_seq_cells=27
export IMPL_finalClockPeriodUsage_pct=93.2
export IMPL_syn_area_sq_mm=0.00236
export IMPL_overflow=0
export IMPL_path_delay_family="buffers and inverters"
export IMPL_max_freq_ghz=0.268
export IMPL_ios=224
export IMPL_syn_area_per_cell_sq_um=7.84
export IMPL_r2r_end="CurrentState[1]"
export IMPL_drtAntennaViolNets=0
export IMPL_cp_cell_sequence="clkdlybuf4s50_1 > nor4_1 > buf_4 > or3_1 > a21oi_1 > a22o_1 > clkdlybuf4s50_1"
export IMPL_unclocked_regs=1
export IMPL_rrSetupSlack_ns=2.00
export IMPL_numPortBuffers=138
export IMPL_path_buffers=3
export IMPL_syn_inst=301
export IMPL_ys_cells=301
export IMPL_vias=2194
export IMPL_top_area_share_pct=20.0
export IMPL_cts_max_path_buffers=2
export IMPL_cts_buffers=3
export IMPL_n_antenna_cell=0
export IMPL_grt_pass1_vias=2205
export IMPL_place_inst=579
export IMPL_grt_max_degree=30
export IMPL_drc=0
export IMPL_finalSetupViolCount=0
export IMPL_power_density_mw_per_mm2=446
export IMPL_hold_depth=2
export IMPL_post_route_min_period_ns=3.73
export IMPL_unconstrained_endpoints=2
export IMPL_grt_busiest_layer="met2"
export IMPL_die_y_microns=145
export IMPL_worst_setup_path_start_kind="primary input"
export IMPL_slowest_stage="clkdlybuf4s50_1"
export IMPL_synthToLayoutAreaGrowth_pct=52.0
export IMPL_place_congestion=0.854
export IMPL_reg2regPathDepth=4
export IMPL_grt_pass1_wl_microns=13000
export IMPL_top_area_cell="buf_4"
export IMPL_die_width_microns=145
export IMPL_ys_warn_count=1
export IMPL_finalPower_mw=1.60
export IMPL_root_buffer="clkbuf_16"
export IMPL_cts_resized=0
export IMPL_critical_path_required_ns=3.20
export IMPL_avgRoutedWirePerCell_microns=14.2
export IMPL_cp_data_arrival_time_ns=2.93
export IMPL_r2r_start="CurrentState[0]"
export IMPL_first_iter_violations=76
export IMPL_finalSetupTns_ns=0
export IMPL_slowest_delay_ns=0.52
export IMPL_cts_tree="done"
export IMPL_drive_gt1_share_pct=2.96
export IMPL_power_static_leakage_nw=1.29
export IMPL_ys_area_sq_mm=0.00236
export IMPL_netlist_top_cells_area="buf_4 (20%), dfxtp_1 (16%), and2_1 (8.5%)"
export IMPL_fp_util_pct=15.5
export IMPL_slew_headroom_pct=39.7
export IMPL_grt_usage_pct=7.57
export IMPL_antenna_found_initial=1
export IMPL_edf_count=3
export IMPL_clock_latency_ns=0.26
export IMPL_tool_warnings=48
==> where the power goes <==
group / switching, mW / internal (mW) / total [mW]
registers: 0.140 / 0.338 / 0.479
clock network: 0.0850 / 0.136 / 0.221
logic: 0.347 / 0.554 / 0.900
total: 0.572 / 1.03 / 1.60
==> cell usage in the layout, fill, tap and decap left out, types with 6 or more instances in the layout <==
| cell type | synthesis | routed |
|---|---|---|
| nor2b_1 | 8 | 8 |
| clkdlybuf4s50_1 | 0 | 138 |
| nor3_1 | 8 | 8 |
| nor2_1 | 28 | 28 |
| nand4_1 | 10 | 10 |
| mux2_1 | 6 | 6 |
| nand2_1 | 12 | 12 |
| xor2_1 | 8 | 8 |
| nand3_1 | 8 | 8 |
| a21oi_1 | 9 | 9 |
| dfxtp_1 | 19 | 19 |
| and2_1 | 32 | 32 |
==> area by class of cell <==
type                            instances  area [sq um]
Fill cell                            1591         11700
Clock buffer                            4          78.8
Tap cell                              211           264
Timing Repair Buffer                  141          1400
Multi-Input combinational cell        194          1230
Sequential cell                        27           586
Inverter                                6          22.5
==> metal layers <==
metal	vias to the layer above	part of all wire [%]
met2	92	49
met5	-	0.085
li1	1111	-
met3	4	8.4
met1	985	43
met4	2	0.17
==> tightest hold or removal path, delay by kind of cell, from the launching register on <==
family         cells  cell delay (ns)
AND-OR/OR-AND      2             0.13
flip-flops         1             0.31
==> Yosys cell counts (2+ instances only) <==
master	instances
and2_1	32
a21oi_1	9
o21a_1	3
nor2_1	28
a211oi_1	3
a21o_1	2
dfrtp_1	4
nor4_1	4
xnor2_1	5
o21ai_1	4
buf_4	63
nor3_1	8
inv_1	5
edfxtp_1	3
xor2_1	8
a22o_1	3
or3_1	5
nand2b_1	5
dfxtp_1	19
and4_1	4
nand2_1	12
nand4_1	10
nor2b_1	8
o21ai_0	4
clkbuf_1	7
buf_2	4
ha_1	5
mux2_1	6
nand3_1	8
==> worst max path at each step <==
stage / startpoint / to / cells past startpoint
5_1_grt: CurrentState[0] / Index[2] / 5
4_1_cts: ValidHit_H[3] / WordAddress[0] / 7
6_report: ValidHit_H[0] / WordAddress[0] / 7
==> per-stage QoR <==
| stage | utilization (%) | cell area, sq um | worst slack, ns | hold slack, ns |
|---|---|---|---|---|
| 6_report | 23.5 | 3590 | 0.273 | 0.482 |
| 5_1_grt | 23.5 | 3590 | 0.119 | 0.541 |
| 3_3_place_gp | 23.0 | 3510 | 0.213 | 0.474 |
| 4_1_cts | 23.5 | 3590 | 0.216 | 0.485 |
| 2_1_floorplan | - | 2360 | 1.59 | 0.456 |
| 3_5_place_dp | 23.0 | 3510 | 0.230 | 0.477 |
==> registers in the layout (all words and copies together) (netlist names) <==
| register | count |
|---|---|
| LRUBits | 3 |
| CurrentState | 4 |
| DtackTo68k_L | 1 |
| BurstCounter | 16 |
| ReplaceBlockNumber | 3 |
==> logic make-up after synthesis <==
kind of cell	Yosys count	synth area share, %
other	1	0.159
DFF	26	24.2
buffers and inverters	80	22.9
and+or+nand+nor	133	31.4
AOI/OAI and AO/OA	36	10.3
xor gates and xnor gates	13	4.82
muxes	6	2.86
adders and majority gates	5	2.65
latches	1	0.636
Power is estimated from default activity; no workload was simulated.
